===== flow/config.mk =====
export PLATFORM = sky130hd
export DESIGN_NAME = branchpredictor
export DESIGN_NICKNAME = branchpredictor
export VERILOG_FILES = /design/flow/design.v
export SDC_FILE = /design/flow/constraint.sdc
export NUM_CORES = 4
export LEC_CHECK = 1
export CORE_UTILIZATION = 30

===== flow/constraint.sdc =====
current_design branchpredictor

set clk_period 2.8
set clk_io_pct 0.2

create_clock -name clk0 -period $clk_period [get_ports {clk}]

set non_clock_inputs [all_inputs -no_clocks]
set_input_delay [expr $clk_period * $clk_io_pct] -clock clk0 $non_clock_inputs
set_output_delay [expr $clk_period * $clk_io_pct] -clock clk0 [all_outputs]

===== flow/design.v =====
module or3gate(input a,b,c,output reg d);
always@(*)
begin
if((a==1) || (b==1) || (c==1))
begin
d=1;
end
else
begin
d=0;
end
end
endmodule
module branchpredictor(input [6:0] ins,
input clk,
input [4:0]currentadd,
additionadd,
input branch,
input flag,
output reg reset,
output reg branchop,
output  [4:0] add,
output w1,w2,w3,w4,w5,
output reg  [2:0] count,
output reg  [ 4:0] currentreg,addreg);
reg [6:0] instemp;
reg  branching [6:0];
initial
begin
reset=0;
branching[0]=1;
branching[1]=1;
branching[2]=1;
branching[3]=1;
branching[4]=1;
branching[5]=1;
branching[6]=1;
end
always@(negedge clk)
begin
if(ins[6:0]!=7'b1100011)
begin
instemp=ins;
branchop=0;
end
else if(ins[6:0]==7'b1100011)
begin
currentreg=currentadd+additionadd;
addreg=currentadd+1;
case(instemp)
7'b0000011:  begin 
branchop=branching[0];
count=0;
end
7'b0010011 :  begin 
branchop=branching[1];
count=1;
end
7'b0100011:  begin 
branchop=branching[2];
count=1;
end
7'b0110011:  begin 
branchop=branching[3];
count=2;
end
7'b0110111 :  begin 
branchop=branching[4];
count=3;
end
7'b1101111:  begin  
branchop=branching[5];
count=4;
end
default:
begin
branchop=0;
count=6;
end
endcase
end
 end
always@(negedge clk)
begin
if(branch)
begin
if(flag!=branching[count])
begin
branching[count]<=~branching[count];
reset<=1;
end
else
begin
reset<=0;
end
end
else
begin
reset<=0;
end
end
 assign add=(branching[count])?(currentreg):(addreg);
assign w1=branching[0];
assign w2=branching[1];
assign w3=branching[2];
assign w4=branching[3];
assign w5=branching[4];
endmodule

===== flow/run.sh =====
#!/bin/bash
# OpenROAD 26Q1-2900-gdf79404cd8, Yosys 0.63+post, stock flow scripts
make -C /OpenROAD-flow-scripts/flow DESIGN_CONFIG=/design/flow/config.mk WORK_HOME=/design/flow/orfs finish

==> results_dict.tcl <==
# implementation run metrics
set metrics [dict create \
    clock-root-buffer "clkbuf_8" \
    yosys.cell_types.count 29 \
    clock_sink_count 33 \
    origin_of_the_worst_min_delay_path "instemp[6]" \
    clock_skew_ns 0.0173 \
    clkLatencyLatePin_ns 0.35 \
    ir_drop_mv 0.229 \
    postSynth.topFlopCell "edfxtp_1" \
    core_util_floorplan_pct 32.0 \
    timing.rr.end "branching[6]" \
    wl_um 3790 \
    core-area_mm2 0.00485 \
    global_route.overflow_total 0 \
    grt_setup_unrepaired "yes" \
    ys_seq_share_pct 60.7 \
    min_to "branchop" \
    p_leak_nw 1.33 \
    dr_total_vias 1389 \
    post_drt_via_cell_ratio 4.40 \
    clkTransAtPathRegs_ns 0.04 \
    area_growth_pct 84.3 \
    worstSetupEndpointType "output pin" \
    worst_setup_path_start_kind "flip-flop" \
    finalSetupViolations 23 \
    synthesis.instances 106 \
    most-common-layout-cells "buf_4 (44), inv_1 (37), edfxtp_1 (28)" \
    detail_route.wl_per_cell_um 12.0 \
    reg2regPathDepth 8 \
    remaining_drc_errors 0 \
    ys_sh_adder_pct 5.33 \
    grt.met2_usage_pct 22.3 \
    yosysCellCount 106 \
    fin_ws_ns -1.24 \
    fp.dieW_um 73.9 \
    floorplan.rows 25 \
    cts_buffers 5 \
    violations_in_the_final_reports "negative setup slack" \
    wire_length_of_the_first_global_routing_pass_um 5990 \
    synth.cellmix.xorXnorShare_pct 5.73 \
    cts_tree "built" \
    detail-route-antenna-nets 0 \
    floorplan.io_pins 45 \
    dp_worst_setup_slack_ns -1.08 \
    power_per_cell_area_mw_per_mm2 420 \
    drive_gt1_share_pct 49.4 \
    final_hold_viol_count 0 \
    synth.logic.top_family "multiplexers" \
    global_route.peak_usage_layer "met2" \
    yosysWarnings 1 \
    timing.critical_path.required_ns 2.24 \
    clk_path_buf_depth 2 \
    numSynthFlops 33 \
    mux_share_pct 11.9 \
    rrSetupSlack_ns 0.36 \
    first_global_vias 1406 \
    number_of_antenna_violations_at_the_first_check_in_global_routing 0 \
    dp_hpwl_um 2420 \
    post_synth_instance_area_mm2 0.00155 \
    met1_usage_pct 20.7 \
    log.warning_count 61 \
    die_y_um 73.9 \
    drv.max_cap_violation_count 0 \
    timing.rr.start "branching[1]" \
    drt_pre_antenna_iters 4 \
    track_usage_pct 15.1 \
    grt_start_max_net_pins 11 \
    edf_count 28 \
    worst_ep_arrival_time_ns 3.48 \
    die-area_mm2 0.00546 \
    grtUsageMet3_pct 5.96 \
    synth-compound-area-share_pct 4.68 \
    critPathKind "flip-flop to output pin" \
    worstMarginPinSlew_ns 0.328 \
    maxSlewViolCount 0 \
    cts_htree_levels 2 \
    synth_chip_area_mm2 0.00155 \
    antenna_cells 0 \
    synth_async_sr_flop_share_pct 0 \
    syn_area_per_cell_um2 14.6 \
    maxSlewHeadroom_pct 77.6 \
    fin_hold_ws_ns 0.602 \
    routabilityCongestion 0.801 \
    hold_class "flip-flop to flip-flop" \
    hold-path-cell-count 3 \
    buffer_ports.inserted 44 \
    drt_first_iter_violations 44 \
    worst-path-max-fanout 4 \
    most_common_logic_cell_in_the_routed_design "buf_4" \
    status "finished with violations" \
    synth_simple_gate_area_share_pct 10.4 \
]
registers in the layout, summed over array words and instances (netlist names), named ones only:
register / count
addreg: 5
branching: 8
branchop: 1
count: 3
currentreg: 5
instemp: 7
reset: 1
where the power goes:
| group | internal [mW] | leakage, nW | switching (mW) |
|---|---|---|---|
| logic | 0.0820 | 0.814 | 0.0496 |
| registers | 0.547 | 0.300 | 0.00729 |
| clock network | 0.227 | 0.217 | 0.285 |
| total | 0.857 | 1.33 | 0.342 |
layout make-up:
cell class              count  area (um^2)
clock buffers               5         68.8
clock inverters            35          133
fillers                   370         1990
inverters                   4         15.0
multi-input cells          68          707
flip-flops and latches     33          945
well taps                  67         83.8
repair buffers            104          905
metal layers:
metal / vias to the layer above / wire [um]
met5: - / 0
met4: 0 / 85
met3: 8 / 191
met2: 50 / 1820
met1: 643 / 1700
li1: 688 / -
logic make-up (layout without fill, tap and decap cells):
| logic type | count (synthesis) | after routing |
|---|---|---|
| AND-OR/OR-AND | 11 | 11 |
| XOR/XNOR | 8 | 8 |
| adder cells (fa/ha/maj) | 6 | 6 |
| buffers and inverters | 5 | 148 |
| flip-flops | 33 | 33 |
| multiplexers | 13 | 13 |
| AND/OR/NAND/NOR | 30 | 30 |
cell usage after synthesis, drive strengths merged (2+ instances only):
master | instances | area share (%)
mux2 | 8 | 5.8
nor3b | 2 | 0.97
nor4 | 2 | 0.81
nand3 | 5 | 1.6
nand2 | 6 | 1.5
mux4 | 2 | 3.4
ha | 5 | 4.0
nor2 | 4 | 0.97
a21o | 2 | 0.97
xnor2 | 4 | 2.3
mux2i | 3 | 2.7
edfxtp | 28 | 54
nor3 | 6 | 1.9
inv | 5 | 1.2
xor2 | 4 | 3.5
o21ai | 2 | 0.65
a21oi | 4 | 1.3
dfxtp | 5 | 6.5
how the worst max path moves through the flow:
stage | from | to | slack, ns | cells after the start
after CTS | flip-flop | add[4] | -1.22 | 6
after global routing | flip-flop | add[4] | -1.30 | 6
final | branching[1] | add[4] | -1.24 | 6
stage by stage:
stage / util [%] / power [mW] / instance area, um^2 / instances / TNS (ns)
after floorplan: - / 0.685 / 1640 / 106 / -13.39
after global placement: 50.2 / 0.754 / 2430 / 250 / -28.91
after detailed placement: 50.2 / 0.755 / 2430 / 250 / -29.46
after CTS: 57.0 / 1.20 / 2760 / 313 / -8.84
after global routing: 58.9 / 1.29 / 2860 / 316 / -9.76
final: 58.9 / 1.20 / 2860 / 316 / -8.62
repair_timing:
action                     CTS  global route
hold buffers                 0             0
pin swaps                   12             8
setup buffers               29            12
resized                    111            27
gates cloned                 1             0
setup endpoints to repair   63            40
worst max-delay path, stage by stage, from the launching register on:
cell	delay (ns)
edfxtp_1	0.39
mux4_2	0.50
mux2i_4	0.19
buf_12	0.14
buf_6	0.10
mux2_4	0.29
buf_2	0.12
No activity file was given, so power comes from the tool's default toggle rates.

--- design/flow/config.mk ---
export PLATFORM = sky130hd
export DESIGN_NAME = execute
export DESIGN_NICKNAME = execute
export VERILOG_FILES = /design/flow/design.v
export SDC_FILE = /design/flow/constraint.sdc
export NUM_CORES = 4
export LEC_CHECK = 1
export CORE_UTILIZATION = 30
--- design/flow/constraint.sdc ---
current_design execute

set clk_period 11.0
set clk_io_pct 0.2

create_clock -name clk0 -period $clk_period [get_ports {clk}]

set non_clock_inputs [all_inputs -no_clocks]
set_input_delay [expr $clk_period * $clk_io_pct] -clock clk0 $non_clock_inputs
set_output_delay [expr $clk_period * $clk_io_pct] -clock clk0 [all_outputs]
--- design/flow/design.v ---
module execute(
input RegWrite,
input [1:0] ResultSrc,  
input MemWrite,
input Jump,
input branch ,
input [3:0] ALUControl,
input ALUSrc,
input [31:0] RD1E, RD2E,  
input [31:0] immext,
input [4:0] currentaddress,nxtadd,Rde,
input clk,reset,
output branchchoice,
output regwitem,
output memwritem,
output [1:0] resultsrcm,
output [31:0] solm,regdatam,
output [4:0] nxtaddoutm,Rdm,jumping,
output [31:0] regdata,
output zero_flag, Neg_flag,
input [1:0] ForwardAE, ForwardBE,
input [31:0] Memoeyregvalue,Writeregvalue,
output [31:0] Bout,Aout
);
 wire [31:0] Bin,sol,solfinal;
 wire optionsel;
assign optionsel=ResultSrc[0]&ResultSrc[1];
mux2to1 m3(RD2E,immext,ALUSrc,Bin);
mux3to1  m4(RD1E,Memoeyregvalue,Writeregvalue,ForwardAE,Aout);
mux3to1  m5(Bin,Memoeyregvalue,Writeregvalue,ForwardBE,Bout);
ALU m6(ALUControl,Aout,Bout,sol,zero_flag, Neg_flag);
mux2to1 m9(sol,immext,optionsel,solfinal);
assign branchchoice= branch;
instructionreg3 m8(clk,reset,
immext,
 RegWrite,
   ResultSrc,  
 MemWrite,
 Rde,nxtadd,
solfinal,RD2E,	 
 nxtaddoutm,Rdm,
 solm,regdatam,	 
 regwitem,
 resultsrcm,  
 memwritem,
 regdata);
endmodule
module mux3to1(
    input [31:0] A,
    input [31:0] B,
    input [31:0] C,
    input [1:0] choice,
    output reg [31:0] data
);
always @(*)
begin
    case (choice)
        2'b00: data = A;
        2'b01: data = B;
        2'b10: data = C;
    endcase
end
endmodule
module mux2to1(
    input [31:0] A,
    input [31:0] B,
    input choice,
    output reg [31:0] data
);
always @(*)
begin
    if (!choice)
        data = A;
    else
        data = B;
end
endmodule
module instructionreg3(
input clk,reset,
input [31:0] immext,
input RegWrite,
 input [1:0] ResultSrc,  
 input MemWrite,
input [4:0] Rde,nxtadd,
input [31:0] sol,regdata,	 
output reg[4:0] nxtaddout,Rdm,
output reg [31:0] solm,regdatam,	 
output reg RegWritem,
 output reg [1:0] ResultSrcm,  
 output reg MemWritem,
 output reg [31:0] regdatawrite
);
always@(posedge clk or posedge reset)
begin
if (reset)
begin
nxtaddout<=0;
Rdm<=0;
solm<=0;
regdatam <=  0;
RegWritem <= 0;
ResultSrcm <= 0;
MemWritem <= 0;
regdatawrite<=0;
end
else
begin
nxtaddout<=nxtadd;
Rdm<=Rde;
solm<=sol;
regdatam <=  regdata;
RegWritem <= RegWrite;
ResultSrcm <= ResultSrc;
MemWritem <= MemWrite;
regdatawrite<=immext;
end
end
endmodule
module ALU(
input [3:0] ALUcontrol,
input [31:0] A,B,
output reg [31:0] sol,
output reg zero_flag,Neg_flag
);
always@(*)
begin
case(ALUcontrol)
4'b0000:sol=A+B;
4'b0001:sol=A-B;
4'b0010:sol=A&B;
4'b0011:sol=A|B;
4'b0100:sol=A^B;
4'b0101:sol=A<B;
4'b0110:sol=A>>>B;
4'b0111:sol=A>>B;
default:sol=0;
endcase
zero_flag = (sol == 32'b00000000_00000000_00000000_00000000)?1:0;
Neg_flag = (sol[31]==1)?1:0;
end
endmodule
module ALUREG(
input [31:0] data,
input clk,
output reg [31:0] dataout
);
always@(posedge clk)
begin
dataout<=data;
end
endmodule
module programaddr(input [4:0] PC,input [31:0] exc,output [4:0] jumping);
wire [4:0] w;
assign w= exc[4:0];
assign jumping=w+PC;
endmodule
--- design/flow/run.sh ---
#!/bin/bash
# OpenROAD 26Q1-2900-gdf79404cd8, Yosys 0.63+post, stock flow scripts
make -C /OpenROAD-flow-scripts/flow DESIGN_CONFIG=/design/flow/config.mk WORK_HOME=/design/flow/orfs finish
==> impl_metrics.csv <==
group,metric,value,unit
outcome,status,"completed",
clock_network,cts_hold_buf,0,
timing,timing.max_slew.rel_slack,42.2,%
grt,first_global_vias,13500,
routing,wl_per_cell,24.7,um
final_layout,instances_no_fill,2467,
clock_network,cts_setup_buffers,0,
grt,grt_antenna_before_repair,2,
place,detailedPlacementHpwl,48500,um
die,floorplan.die.height,212,um
power_and_ir_drop,fin_total_pwr,1.31,mW
critical_path,cpMaxStageDelayCell,"clkdlybuf4s50_1",
timing,untimed_endpoints,128,
hold_path,holdPathStages,1,
synthesis,muxShareOfSynthArea,10.9,%
synthesis,synthAdderAreaFrac,11.4,%
hold_path,min_to,"m8.nxtaddout[1]",
synthesis,library_cells_used_by_synthesis,92,
synthesis,edf_count,0,
grt,grt_pass1_wl,90300,um
clock_network,path_clk_slew,80,ps
routing,antenna_left,0,
grt,gr-total-overflow,0,
final_layout,drive_gt1_share,6.91,%
clock_network,cts_htree_levels,3,
power_and_ir_drop,powerDensity,74.3,nW/um^2
synthesis,synth_top_flop_cell,"dfrtp_1",
hold_path,timing.hold.worst.start,"nxtadd[1]",
die,floorplan.core_util,30.6,%
routing,route.detailed.vias_per_inst,5.67,
timing,grt_setup_unrepaired,"no",
synthesis,yosys.area_share.xor_xnor,1.12,%
synthesis,syn-instance-count,1587,
grt,globalRouteTotalUtil,27.7,%
timing,timing.setup.tns,0,ps
timing,timing_worst_slew_pin_value,856,ps
timing,slew_viol_final,0,
clock_network,cts_root_buf,"clkbuf_16",
place,numPortBuffers,360,
final_layout,layout_top_cell,"clkdlybuf4s50_1",
synthesis,registers_synthesis,174,
place,detailedPlace.worstSlack,1810,ps
die,ioPinCount,374,
critical_path,setup.worst_path.end_class,"primary output",
clock_network,cts_inserted_buffers,9,
flow_run,openroad.warnings,115,
synthesis,syn_area_per_cell,8.37,um^2
final_layout,multiInputGateArea,8710,um^2
synthesis,yosys_cells,1587,
routing,routed-via-count,14000,
place,final_wtd_congestion,1.00,
hold_path,holdCritPathClass,"input port to register",
critical_path,critical_path.max_fanout,15,
synthesis,synthesis.area,13300,um^2
critical_path,cp-start-kind,"input port",
synthesis,synth_async_sr_flop_share,63.2,%
die,die-width,212,um
critical_path,cp.buffers_inverters,3,
power_and_ir_drop,ir_worst_vdd,0.0000651,V
final_layout,utilization,40.7,%
clock_network,cts_tree,"built",
synthesis,logic_family,"AND-OR/OR-AND gates",
synthesis,compound_area_share,27.2,%
critical_path,critical_path.cell_chain,"clkdlybuf4s50_1, or3_1, nor2_1, buf_4, nand2_1, a211oi_1, a2111oi_0, nor4bb_1, a31oi_1, or3_1, or4_1, nor3_1, nor4b_2, clkdlybuf4s50_1",
die,floorplan.die_area,45100,um^2
place,numPlacedInstances,2450,
timing,minimum_clock_period_after_layout,9330,ps
final_layout,layout_top_cells_excl_fill_tap,"clkdlybuf4s50_1 (358), a21oi_1 (153), nand2_1 (123), nor2_1 (121), ha_1 (116)",
final_layout,layout-area-overhead-vs-synth,32.9,%
timing,count_of_unclocked_register_or_latch_pins,64,
die,core_region_area,43400,um^2
critical_path,startpoint_of_the_most_critical_setup_path,"ALUControl[1]",
timing,final.setup.worst_slack,1670,ps
timing,layout_worst_path_cycle_share,84.8,%
synthesis,yosysChipArea,13300,um^2
synthesis,total_of_warnings_raised_by_yosys,9,
routing,drc,0,
final_layout,register_area,3720,um^2
routing,route.final.wire_length,61000,um
timing,timing.final.setup_violations,0,
synthesis,ys_sh_simple,14.7,%
critical_path,critical_path_class,"input port to primary output",
critical_path,critPathTopFamily,"simple AND/OR/NAND/NOR gates",
die,rows,76,
clock_network,clockBufferDepth,2,
power_and_ir_drop,leakage,7.33,nW
timing,final_hold_viol_count,0,
routing,drt_first_iter_violations,1251,
routing,first_pass_iters,6,
flow_run,drv_cap,0,
clock_network,cts_repair_resize_count,0,
grt,grt_start_max_net_pins,65,
critical_path,cp.arrival,7130,ps
timing,fmax,0.107,GHz
critical_path,crit_required,8800,ps
critical_path,critical_path.max_stage_delay,860,ps
final_layout,fillerInstances,4357,
## how the worst max path moves through the flow
stage | to | slack [ps] | cells past startpoint
after global routing | zero_flag | 1420 | 14
after CTS | zero_flag | 1780 | 14
final | zero_flag | 1670 | 14
## kinds of logic after synthesis
kind of cell | after synthesis
adders and majority gates | 120
buffers and inverters | 221
muxes | 104
other | 1
latches | 64
AOI/OAI and AO/OA | 541
xor gates and xnor gates | 17
DFF | 110
and+or+nand+nor | 409
## per-layer routing
metal	wire, um	part of all wire (%)	GRT usage (%)
met4	1690	2.8	6.35
met2	29000	48	45.1
met3	4870	8.0	5.40
met5	13	0.021	0
met1	25400	42	38.5
## sequential cells by signal, summed over array words and instances (netlist names)
register and count:
m8.RegWritem 1, m8.regdatawrite 32, m8.Rdm 5, m4.data 32
m8.MemWritem 1, m8.ResultSrcm 2, m5.data 32, m8.regdatam 32
m8.nxtaddout 5, m8.solm 32
## power by group
group          internal (mW)  switching, mW
Sequential             0.453         0.0288
Combinational          0.236          0.262
Clock                  0.159          0.173
Total                  0.848          0.464
## synth_stat cells (18+ instances only)
cell        n  area (um^2)
a21oi_1   153          766
a221oi_1   46          403
a22oi_1    43          323
clkbuf_1   81          304
dfrtp_1   110         2750
dlxtn_1    64          961
ha_1      118         1480
inv_1     101          379
mux2_2     23          259
mux2i_1    52          521
mux4_2     26          586
nand2_1   124          465
nand3_1    28          140
nor2_1    122          458
nor3_1     29          145
o211ai_1   18          135
o21ai_0   108          541
## through the flow
step,hold slack (ps),instance area (um^2)
after global routing,2230,17700
after CTS,2240,17700
after detailed placement,2650,17400
after global placement,2650,17400
after floorplan,2230,13300
final,2250,17700
## layout make-up
class                           count  area share (%)
Antenna cell                        1          0.0142
Inverter                          106            2.27
Clock inverter                      7           0.375
Clock buffer                        9            1.27
Tap cell                          585            4.14
Sequential cell                   174            21.0
Multi-Input combinational cell   1196            49.3
Timing Repair Buffer              389            21.6
Power figures rest on the tool's default switching activity, not on a simulated workload.
